[./run.sh]
#!/bin/bash
# OpenROAD 26Q1-2900-gdf79404cd8, Yosys 0.63+post, stock flow scripts
make -C /OpenROAD-flow-scripts/flow DESIGN_CONFIG=/design/flow/config.mk WORK_HOME=/design/flow/orfs finish
[./config.mk]
export PLATFORM = sky130hd
export DESIGN_NAME = async_fifo
export DESIGN_NICKNAME = async_fifo
export VERILOG_FILES = /design/flow/design.v
export SDC_FILE = /design/flow/constraint.sdc
export NUM_CORES = 4
export LEC_CHECK = 1
export CORE_UTILIZATION = 30
[./constraint.sdc]
current_design async_fifo

set clk_period 5.8
set clk_io_pct 0.2

create_clock -name clk0 -period $clk_period [get_ports {i_rd_clk}]
create_clock -name clk1 -period $clk_period [get_ports {i_wr_clk}]

set non_clock_inputs [all_inputs -no_clocks]
set_input_delay [expr $clk_period * $clk_io_pct] -clock clk0 $non_clock_inputs
set_output_delay [expr $clk_period * $clk_io_pct] -clock clk0 [all_outputs]
[./design.v]
module syn2stage #(parameter SIG_WIDTH = 4)(
input wire i_clk,
input wire i_rst_n,
input wire [SIG_WIDTH-1:0] i_sig,
output reg [SIG_WIDTH-1:0] o_sig_sync
);
reg [SIG_WIDTH-1:0] sig_r;
always@(posedge i_clk or negedge i_rst_n) begin
if(!i_rst_n) begin
sig_r <= 3'b0;
o_sig_sync <= 3'b0;
end else begin
sig_r <= i_sig;
o_sig_sync <= sig_r;
end
end
endmodule
module bin2gray(
input wire [3:0] i_bin,
output reg [3:0] o_gray
);
always@(*) begin
case(i_bin)
4'b0000: o_gray = 4'b0000;
4'b0001: o_gray = 4'b0001;
4'b0010: o_gray = 4'b0011;
4'b0011: o_gray = 4'b0010;
4'b0100: o_gray = 4'b0110;
4'b0101: o_gray = 4'b0111;
4'b0110: o_gray = 4'b0101;
4'b0111: o_gray = 4'b0100;
4'b1000: o_gray = 4'b1100;
4'b1001: o_gray = 4'b1101;
4'b1010: o_gray = 4'b1111;
4'b1011: o_gray = 4'b1110;
4'b1100: o_gray = 4'b1010;
4'b1101: o_gray = 4'b1011;
4'b1110: o_gray = 4'b1001;
4'b1111: o_gray = 4'b1000;
default: o_gray = 4'b0000;
endcase
end
endmodule
module fifo_mem #(
  parameter MEM_DEPTH = 8,
  parameter MEM_WIDTH = 4
)(
  input  wire                         i_wr_clk,
  input  wire                         i_rst_n,
  input  wire                         i_wr_en,
  input  wire [MEM_WIDTH-1:0]         i_wr_data,
  input  wire [$clog2(MEM_DEPTH)-1:0] i_wr_addr,
  input  wire                         i_rd_clk,
  input  wire                         i_rd_en,
  input  wire [$clog2(MEM_DEPTH)-1:0] i_rd_addr,
  output reg  [MEM_WIDTH-1:0]         o_rd_data
);
  reg [MEM_WIDTH-1:0] fifo_array [0:MEM_DEPTH-1];
  integer idx;
  always @(posedge i_rd_clk or negedge i_rst_n) begin
    if (!i_rst_n) begin
      o_rd_data <= 'b0;
    end 
    else if (i_rd_en) begin
      o_rd_data <= fifo_array[i_rd_addr];
    end
  end
  always @(posedge i_wr_clk or negedge i_rst_n) begin
    if (!i_rst_n) begin
      for (idx = 0; idx < MEM_DEPTH; idx = idx + 1) begin
        fifo_array[idx] <= 'b0;
      end
    end 
    else if (i_wr_en) begin
      fifo_array[i_wr_addr] <= i_wr_data;
    end
  end
endmodule
module gray2bin(
input wire [3:0] i_gray,
output reg [3:0] o_bin
);
always@(*) begin
case(i_gray)
4'b0000: o_bin = 4'b0000;
4'b0001: o_bin = 4'b0001;
4'b0011: o_bin = 4'b0010;
4'b0010: o_bin = 4'b0011;
4'b0110: o_bin = 4'b0100;
4'b0111: o_bin = 4'b0101;
4'b0101: o_bin = 4'b0110;
4'b0100: o_bin = 4'b0111;
4'b1100: o_bin = 4'b1000;
4'b1101: o_bin = 4'b1001;
4'b1111: o_bin = 4'b1010;
4'b1110: o_bin = 4'b1011;
4'b1010: o_bin = 4'b1100;
4'b1011: o_bin = 4'b1101;
4'b1001: o_bin = 4'b1110;
4'b1000: o_bin = 4'b1111;
default: o_bin = 4'b0000;
endcase
end
endmodule
module rdptr_empty #(
  parameter PTR_WIDTH = 3
)(
  input  wire                   i_rd_clk,
  input  wire                   i_rst_n,
  input  wire                   i_rd_en,
  input  wire [PTR_WIDTH:0]     i_wrptr_sync,
  output reg  [PTR_WIDTH:0]     o_rdptr,
  output wire [PTR_WIDTH-1:0]   o_rdaddr,
  output wire                   o_empty_flag
);
  assign o_rdaddr     = o_rdptr[PTR_WIDTH-1:0];
  assign o_empty_flag = (o_rdptr == i_wrptr_sync);
  always @(posedge i_rd_clk or negedge i_rst_n) begin
    if (!i_rst_n) begin
      o_rdptr <= 'b0;
    end 
    else if (i_rd_en && !o_empty_flag) begin
      o_rdptr <= o_rdptr + 1;
    end
  end
endmodule
module async_fifo #(parameter DATA_WIDTH=4, parameter FIFO_DEPTH=8)(
input wire i_rst_n,
input wire i_wr_clk,
input wire i_wr_en,
input wire [DATA_WIDTH-1:0] i_wr_data,
input wire i_rd_clk,
input wire i_rd_en,
output wire [DATA_WIDTH-1:0] o_rd_data,
output wire o_full,
output wire o_empty
);
parameter PTR_WIDTH = $clog2(FIFO_DEPTH);
wire enable_wr;
wire enable_rd;
wire [PTR_WIDTH:0] rdptr,wrptr;
wire [PTR_WIDTH:0] rdptr_sync;
wire [PTR_WIDTH:0] wrptr_sync;
wire [PTR_WIDTH:0] rdptr_b2g_out;
wire [PTR_WIDTH:0] wrptr_b2g_out;
wire [PTR_WIDTH:0] rdptr_g2b_out;
wire [PTR_WIDTH:0] wrptr_g2b_out;
wire [PTR_WIDTH-1:0] wraddr;
wire [PTR_WIDTH-1:0] rdaddr;
assign enable_wr = (i_wr_en && !o_full);
assign enable_rd = (i_rd_en && !o_empty);
fifo_mem #(.MEM_DEPTH(FIFO_DEPTH), .MEM_WIDTH(DATA_WIDTH)) u_fifo_mem (
.i_rst_n(i_rst_n),
.i_wr_clk(i_wr_clk),
.i_wr_en(enable_wr),
.i_wr_data(i_wr_data),
.i_wr_addr(wraddr),
.i_rd_clk(i_rd_clk),
.i_rd_en(enable_rd),
.i_rd_addr(rdaddr),
.o_rd_data(o_rd_data)
);
wrptr_full #(.PTR_WIDTH(PTR_WIDTH)) u_wrptr_full (
.i_wr_clk(i_wr_clk),
.i_rst_n(i_rst_n),
.i_wr_en(i_wr_en),
.i_rdptr_sync(rdptr_g2b_out),
.o_wrptr(wrptr),
.o_wraddr(wraddr),
.o_full_flag(o_full)
);
bin2gray u_wrptr_bin2gray(
.i_bin(wrptr),
.o_gray(wrptr_b2g_out)
);
syn2stage #(.SIG_WIDTH(DATA_WIDTH)) u_wrptr_syn(
.i_clk(i_rd_clk),
.i_rst_n(i_rst_n),
.i_sig(wrptr_b2g_out),
.o_sig_sync(wrptr_sync)
);
gray2bin u_wrptr_gray2bin(
.i_gray(wrptr_sync),
.o_bin(wrptr_g2b_out)
);
rdptr_empty #(.PTR_WIDTH(PTR_WIDTH)) u_rdptr_empty (
.i_rd_clk(i_rd_clk),
.i_rst_n(i_rst_n),
.i_rd_en(i_rd_en),
.i_wrptr_sync(wrptr_g2b_out),
.o_rdptr(rdptr),
.o_rdaddr(rdaddr),
.o_empty_flag(o_empty)
);
bin2gray u_rdptr_bin2gray(
.i_bin(rdptr),
.o_gray(rdptr_b2g_out)
);
syn2stage #(.SIG_WIDTH(DATA_WIDTH)) u_rdptr_syn(
.i_clk(i_wr_clk),
.i_rst_n(i_rst_n),
.i_sig(rdptr_b2g_out),
.o_sig_sync(rdptr_sync)
);
gray2bin u_rdptr_gray2bin(
.i_gray(rdptr_sync),
.o_bin(rdptr_g2b_out)
);
endmodule
module wrptr_full #(
  parameter PTR_WIDTH = 3
)(
  input  wire                   i_wr_clk,
  input  wire                   i_rst_n,
  input  wire                   i_wr_en,
  input  wire [PTR_WIDTH:0]     i_rdptr_sync,
  output reg  [PTR_WIDTH:0]     o_wrptr,
  output wire [PTR_WIDTH-1:0]   o_wraddr,
  output wire                   o_full_flag
);
  assign o_wraddr    = o_wrptr[PTR_WIDTH-1:0];
  assign o_full_flag = ({~o_wrptr[PTR_WIDTH], o_wrptr[PTR_WIDTH-1:0]} 
                        == i_rdptr_sync);
  always @(posedge i_wr_clk or negedge i_rst_n) begin
    if (!i_rst_n) begin
      o_wrptr <= 'b0;
    end 
    else if (i_wr_en && !o_full_flag) begin
      o_wrptr <= o_wrptr + 1;
    end
  end
endmodule
==> impl_metrics.env <==
# source this file to load flow results
export IMPL_drtIter0Drc=162
export IMPL_largest_area_cell="dfrtp_1"
export IMPL_ios=15
export IMPL_maxCapViolCount=0
export IMPL_leakagePower_nw=1.38
export IMPL_async_reset_ff_frac=1.00
export IMPL_yosys_stat_seqShare=0.546
export IMPL_die_w_um=97.7
export IMPL_startpoint="u_wrptr_full.o_wrptr[3]"
export IMPL_drv_slew=0
export IMPL_drive_gt1_frac=0.177
export IMPL_relSlewSlack=0.438
export IMPL_die_height_um=97.7
export IMPL_fin_ws_ps=1910
export IMPL_path_buffers=1
export IMPL_warnings=34
export IMPL_rsz0062_at_grt="no"
export IMPL_critical_path_cell_chain="or3b_1 > a211o_1 > a21oi_1 > clkdlybuf4s50_1"
export IMPL_skew_ps=1.85
export IMPL_grt_max_degree=61
export IMPL_cts_sinks=60
export IMPL_hold_slack_ps=348
export IMPL_antenna_left=0
export IMPL_setup_tns_final_ps=0
export IMPL_vias_per_cell=4.91
export IMPL_grt_overflow_total=0
export IMPL_worstSetupEndpoint="o_full"
export IMPL_end_kind="primary output"
export IMPL_first_pass_iters=24
export IMPL_drc=0
export IMPL_cts_clk_slew_worst_paths_ps=80
export IMPL_total_power_mw=1.85
export IMPL_place_congestion=0.771
export IMPL_track_usage=0.127
export IMPL_slowest_stage="a21oi_1"
export IMPL_syn_avg_cell_area_um2=12.9
export IMPL_dieArea_mm2=0.00955
export IMPL_ff2ff_path_depth=6
export IMPL_netlist_area_leader_share=0.546
export IMPL_status="finished clean"
export IMPL_arrival_ps=2730
export IMPL_cp_slowest_stage_delay_ps=680
export IMPL_topCellsByArea="dfrtp_1 55%, mux2_2 10%, ha_1 6.4%"
export IMPL_io_buffers=13
export IMPL_dr_total_vias=1663
export IMPL_synth_edff_count=0
export IMPL_crit_cells=4
export IMPL_r2r_end="u_fifo_mem.o_rd_data[1]"
export IMPL_hold_buffers=0
export IMPL_netlist_area_mm2=0.00275
export IMPL_core_util_floorplan=0.312
export IMPL_r2r_start="u_rdptr_empty.o_rdptr[2]"
export IMPL_dp_slack_ps=2220
export IMPL_ir_drop_uv=227
export IMPL_cts_tree="done"
export IMPL_synthFlopType="dfrtp_1"
export IMPL_antenna_found_initial=0
export IMPL_grt_pass1_wl_mm=9.38
export IMPL_reg2reg_slack_ps=2890
export IMPL_core_mm2=0.00881
export IMPL_wl_per_cell_um=15.3
export IMPL_critPathRequiredTime_ps=4640
export IMPL_syn_to_final_growth_pct=14.0
export IMPL_start_kind="flip-flop"
export IMPL_rows=34
export IMPL_setup_violations=0
export IMPL_min_path_cells=0
export IMPL_hold_viol_final=0
export IMPL_crit_type="reg -> out"
export IMPL_synth_cells=213
export IMPL_yosys_warnings=7
export IMPL_grt_pass1_vias=1794
export IMPL_ys_ff=60
export IMPL_cts_resized=0
export IMPL_hpwl_mm=3.63
export IMPL_crit_path_max_fanout=11
export IMPL_antenna_cells=0
export IMPL_p_per_area_mw_per_mm2=591
export IMPL_critPathTopFamily="AND-OR/OR-AND gates"
export IMPL_totalWireLength_mm=5.20
export IMPL_tightest_slew_ps=843
export IMPL_yosysChipArea_mm2=0.00275
export IMPL_synth_stat_cells=213
export IMPL_post_cts_repair_setup_buffers=0
export IMPL_post_synth_num_cell_types=40
export IMPL_hold_class="reg -> reg"
-- cells in the final DEF, fill, tap and decap left out, drive strengths merged, types with 2 or more instances in the layout --
cell type,synthesis,final
a21oi,5,5
a221o,2,2
a221oi,2,2
a222oi,3,3
a31oi,5,5
and3b,2,2
buf,2,3
clkbuf,7,11
clkdlybuf4s50,0,12
dfrtp,60,60
ha,14,14
inv,7,7
mux2,35,35
nand2,9,9
nand3,7,7
nor2,13,13
nor2b,2,2
nor3,2,2
nor3b,2,2
o211ai,2,2
o21ai,2,2
or3,2,2
xnor2,6,6
xnor3,2,2
xor2,6,6
-- worst min-delay path by stage --
stage,from,to,slack [ps]
after CTS,u_wrptr_syn.sig_r[3],u_wrptr_syn.o_sig_sync[3],350
after global routing,u_wrptr_syn.sig_r[0],u_wrptr_syn.o_sig_sync[0],360
final,u_wrptr_syn.sig_r[3],u_wrptr_syn.o_sig_sync[3],350
-- routing by layer --
| metal | track usage | share of wire | wire length [µm] |
|---|---|---|---|
| met1 | 0.213 | 0.53 | 2750 |
| met2 | 0.177 | 0.42 | 2190 |
| met3 | 0.0242 | 0.033 | 169 |
| met4 | 0.0245 | 0.018 | 93 |
| met5 | 0 | 0 | 0 |
-- final cells by class --
type                    instances  area [µm²]
fillers                       829        5670
flip-flops and latches         60        1500
multi-input cells             137        1180
clock buffers                  11         141
repair buffers                 15         140
well taps                     108         135
inverters                       7        26.3
clock inverters                 1        7.51
-- synth_stat cells (2+ instances only) --
| master | count |
|---|---|
| dfrtp_1 | 60 |
| mux2_2 | 25 |
| ha_1 | 14 |
| nor2_1 | 13 |
| mux2_1 | 10 |
| nand2_1 | 9 |
| clkbuf_1 | 7 |
| inv_1 | 7 |
| nand3_1 | 7 |
| xnor2_1 | 6 |
| xor2_1 | 6 |
| a21oi_1 | 5 |
| a31oi_1 | 5 |
| a222oi_1 | 3 |
| a221o_1 | 2 |
| a221oi_1 | 2 |
| and3b_1 | 2 |
| nor2b_1 | 2 |
| nor3_2 | 2 |
| nor3b_1 | 2 |
| o211ai_1 | 2 |
| o21ai_0 | 2 |
| or3_1 | 2 |
| xnor3_1 | 2 |
-- power breakdown --
part / internal (mW) / switching [mW] / total (mW)
sequential: 0.639 / 0.167 / 0.805
combinational: 0.409 / 0.340 / 0.749
clock: 0.157 / 0.141 / 0.298
-- state kept, by name, indices dropped and copies added (netlist names) --
register / cells
u_fifo_mem.fifo_array: 32
u_fifo_mem.o_rd_data: 4
u_rdptr_empty.o_rdptr: 4
u_rdptr_syn.o_sig_sync: 4
u_rdptr_syn.sig_r: 4
u_wrptr_full.o_wrptr: 4
u_wrptr_syn.o_sig_sync: 4
u_wrptr_syn.sig_r: 4
-- kinds of logic after synthesis --
family	synth area share
flip-flops	0.546
AND/OR/NAND/NOR	0.0856
multiplexers	0.147
AND-OR/OR-AND	0.0788
buffers and inverters	0.0237
XOR/XNOR	0.0546
adder cells (fa/ha/maj)	0.0638
-- through the flow --
step | cells | area (µm²) | util
finish | 339 | 3130 | 0.356
global route | 339 | 3130 | 0.356
CTS | 339 | 3130 | 0.356
detailed placement | 327 | 2980 | 0.339
global placement | 327 | 2980 | 0.339
floorplan | 213 | 2750 | -
Power figures rest on the tool's default switching activity, not on a simulated workload.
